File: flow/run.sh
#!/bin/bash
# OpenROAD 26Q1-2900-gdf79404cd8, Yosys 0.63+post, stock flow scripts
make -C /OpenROAD-flow-scripts/flow DESIGN_CONFIG=/design/flow/config.mk WORK_HOME=/design/flow/orfs finish
File: flow/config.mk
export PLATFORM = sky130hd
export DESIGN_NAME = Register_file
export DESIGN_NICKNAME = Register_file
export VERILOG_FILES = /design/flow/design.v
export SDC_FILE = /design/flow/constraint.sdc
export NUM_CORES = 4
export LEC_CHECK = 1
export CORE_UTILIZATION = 40
File: flow/constraint.sdc
current_design Register_file

set clk_period 137.5
set clk_io_pct 0.2

create_clock -name clk0 -period $clk_period [get_ports {clk}]

set non_clock_inputs [all_inputs -no_clocks]
set_input_delay [expr $clk_period * $clk_io_pct] -clock clk0 $non_clock_inputs
set_output_delay [expr $clk_period * $clk_io_pct] -clock clk0 [all_outputs]
File: flow/design.v
module Register_file (
     input logic         clk,rst,reg_wrW,
     input logic  [4:0]  raddr1,raddr2,waddr,
     input logic  [31:0] wdata,
     output logic [31:0] rdata1,rdata2
);
    logic [31:0] register_file[31:0];
    always_comb begin
        rdata1 = (|raddr1) ? register_file[raddr1] : '0 ;
        rdata2 = (|raddr2) ? register_file[raddr2] : '0 ;
    end
  integer i;
  always_ff @ (negedge clk) begin
    if (reg_wrW && (|waddr)) begin
        register_file[waddr] <= wdata;
    end
    else if (rst) begin
      for(i = 1; i <= 32; i = i + 1)
        register_file[i] <= 32'd0;
    end 
  end
endmodule
==> results.txt <==
run results: CTS Root Cell=clkbuf_16, yosys cell count=5,920, Die Width=361 um, GRT Util Overall=0.326, EDFF count, synth=0, via count=49,800, overall power=0.815 mW, yosys stat chip area=0.0517 mm^2, Final setup viols=0, Largest regs=register_file: 1024 flops, Max Cap Violations=0, max-slew violation count=0, Fin. Hold Viols=0, floorplan core density=0.404, design area=0.0618 mm^2, Max VDD drop=0.00964 mV, worst min path class=reg2reg, share of layout cells above drive strength 1=0.128, vias per cell=5.86, First DRT Iteration DRCs=4,777, Post-synth area hogs=dfxtp_1 (40%), mux4_2 (18%), nand2_1 (15%), a21oi_1 (9.9%), mux2i_1 (5.7%), # H-tree levels=3, cts repair resizes=0, core box area=0.128 mm^2, Worst setup EP type=register, HPWL Detailed=115 mm, Startpoint Class=input port, crit-path max FO=68, top logic cells by instance count in the layout=nand2_1 (2,012), inv_1 (1,048), dfxtp_1 (1,024), Largest Register=register_file, slew margin rel.=0.202, die y size=361 um, first-pass GRT wire length=303 mm, Post-DP Area=0.0541 mm^2, Late-Pin Clk Latency=0.71 ns, Mapped Area=0.0517 mm^2, post-route antenna net violation count=0, CTS buffer count=115, Pwr Density=13.2 mW/mm^2, Worst-path clk slew=0.04 ns, Clock Tree Buf Depth=3, Pleak=25.0 nW, Layout area overhead=19.5%, Tool Warnings=1,033, DRT Pass-1 Iters=7, CTS Sinks=1,024, GPL Wtd Cong=0.951, kind of critical path=in2reg, gr ovfl total=0, WP data arrival=31.77 ns, setup TNS=0 ns, CTS Hold Bufs=0, RSZ-0062 raised after global routing=false, Yosys warning count=1, Fin Hold WS=0.461 ns, Area leader share=0.397, Top FF cell, synth=dfxtp_1, I/O pin count=114, vias in the first global route=49,400, ant diodes=0, Cells after Synth=5,920, DR WL/cell=24.3 um, Final Non-Filler Cells=8,499, Synth async-reset ratio=0, largest area contributor in the netlist=dfxtp_1, WP data required=69.32 ns, Slew @ Worst Pin=1.17 ns, largest net degree at the start of global routing=169, Buffers on Ports=113, max FFs per register=1,024, status=finished clean, Total Wirelength=207 mm, CTS tree=yes, Rows=131, chip area=0.131 mm^2, postcts setup bufs=0, ys flops=1,024, Avg Cell Area, Syn=8.73 um^2, Clock Skew=0 ns, cell count after placement=7,277, Commonest Layout Cell=nand2_1, Synth Seq Share=0.397, antenna violations before repair=4, Unique cell types=40, Post-route DRC=0, fill count=11,600
[critical path: stages]
cell and delay (ns):
clkdlybuf4s50_1 0.64, nor3_1 0.60, nand2_1 0.19, a21boi_4 0.49
buf_4 0.66, buf_4 0.74, buf_4 0.74, nor2b_1 0.10
[cells by family (layout without fill, tap and decap cells)]
| group | count (synthesis) | in the layout | synth area share |
|---|---|---|---|
| buffers and inverters | 613 | 1530 | 0.0534 |
| flip-flops | 1024 | 1024 | 0.397 |
| AND-OR/OR-AND | 1317 | 1317 | 0.143 |
| AND/OR/NAND/NOR | 2258 | 2258 | 0.171 |
| multiplexers | 708 | 708 | 0.235 |
[cell usage after synthesis (50+ instances only)]
cell	n
dfxtp_1	1024
mux2i_1	293
a21oi_1	1017
a22o_1	50
clkbuf_1	378
nand2_1	2031
nor2b_1	63
buf_2	164
nor2_1	56
mux4_2	405
a22oi_1	74
[metrics by stage]
step / setup WS, ns / utilization
global route: 37.26 / 0.483
floorplan: 39.74 / -
finish: 37.55 / 0.483
detailed placement: 36.95 / 0.423
global placement: 37.07 / 0.423
CTS: 37.69 / 0.483
[worst paths after layout]
kind              slack, ns                   from                     to  cells past startpoint
hold / removal         0.46  register_file[28][26]  register_file[28][26]                      2
hold reg to reg        0.46  register_file[28][26]  register_file[28][26]                      2
setup / recovery      37.55               waddr[4]    register_file[0][4]                      8
setup reg to reg     136.82  register_file[31][11]  register_file[31][11]                      2
[area by class of cell]
class / count / area (um^2) / share of cell area
timing repair buffer: 304 / 2650 / 0.0430
sequential: 1024 / 20500 / 0.332
clock buffer: 117 / 2930 / 0.0474
multi-input combinational: 4283 / 28800 / 0.467
clock inverter: 1106 / 4770 / 0.0773
inverter: 3 / 11.3 / 0.000182
tap: 1662 / 2080 / 0.0337
[layer usage]
metal,global-route usage,vias to the layer above,share of wire
met1,0.409,23800,0.37
met5,0,-,0.00014
met3,0.197,561,0.15
li1,-,22400,-
met2,0.459,3118,0.44
met4,0.137,6,0.039
[report_power, final]
part	internal, mW	total (mW)	switching, mW
clock network	0.232	0.437	0.205
logic	0.0240	0.0680	0.0440
registers	0.306	0.310	0.00450
Power and IR drop assume default switching activity.
